### ./design.v
module bancoRegistrador(read1, read2, writeReg,writeData, regWrite, data1, data2, clk);
input [4:0] read1, read2, writeReg; 
input [31:0] writeData;
input regWrite, clk;
output [31:0] data1, data2;
reg [31:0] rf [31:0];
assign data1 = rf[read1];
assign data2 = rf[read2];
always @(posedge clk) 
	begin
	if (regWrite)
	rf [writeReg] <= writeData;
	end
	endmodule
### ./run.sh
#!/bin/bash
# OpenROAD 26Q1-2900-gdf79404cd8, Yosys 0.63+post, stock flow scripts
make -C /OpenROAD-flow-scripts/flow DESIGN_CONFIG=/design/flow/config.mk WORK_HOME=/design/flow/orfs finish
### ./config.mk
export PLATFORM = sky130hd
export DESIGN_NAME = bancoRegistrador
export DESIGN_NICKNAME = bancoRegistrador
export VERILOG_FILES = /design/flow/design.v
export SDC_FILE = /design/flow/constraint.sdc
export NUM_CORES = 4
export LEC_CHECK = 1
export CORE_UTILIZATION = 30
### ./constraint.sdc
current_design bancoRegistrador

set clk_period 6.4
set clk_io_pct 0.2

create_clock -name clk0 -period $clk_period [get_ports {clk}]

set non_clock_inputs [all_inputs -no_clocks]
set_input_delay [expr $clk_period * $clk_io_pct] -clock clk0 $non_clock_inputs
set_output_delay [expr $clk_period * $clk_io_pct] -clock clk0 [all_outputs]
==> metrics.cfg <==
[clocking]
htreeDepth=3
cts_tree=done
clkTransAtPathRegs_ns=0.06
cts_inserted_buffers=100
postCtsResizedCells=0
cts-root-buf=clkbuf_16
cts_setup_buffers=0
cts_max_path_buffers=3
holdBufCountCts=0
cts_sinks=1024

[yosys]
synth_seq_share_pct=63.0
syn_avg_cell_area_um2=14.4
syn_area_um2=48800
top_cells_by_count=1024 x edfxtp_1, 1024 x mux2i_1, 195 x nand2_1
yosys.area.top_type=edfxtp_1
synthCells=3386
yosysWarnings=1
area_leaders=edfxtp_1 63%, mux2i_1 21%, a22oi_1 3.0%
ys_area_um2=48800
synth-edff-count=1024
ys_cells=3386
synthArstFlopShare_pct=0
top_area_share_pct=63.0
ys.flops=1024
ys_types=23
synthFlopType=edfxtp_1

[global_routing]
grt_max_degree=80
grt_pass1_vias=32600
antenna_found_initial=4
track_usage_pct=19.8
gr-total-overflow=0
grt_pass1_wl_um=223000

[final_layout]
final_area_um2=56100
largest-register=rf
syn2layout_area_growth_pct=15.0
drive_gt1_share_pct=9.83
largest_reg_flops=1024
largestRegisters=rf x1024
final-instance-count-excl-fill=5750
fin_util_pct=34.9

[sta]
finalCriticalPeriod_ns=5.72
maxSlewViolCount=0
fin_setup_tns_ns=0
worst_slew_pin_slew_ns=0.950
final-setup-viol-count=0
fin_crit_sh_pct=89.4
rsz0062_at_grt=no
fmax_mhz=175
hold_viol=0
max_slew_margin_pct=36.5

[place]
placed_area_um2=53100
hpwlAfterDp_um=89800
place_congestion=0.887
port_buffers=112
dp.cells=5576

[setup_path]
crit_fanout=18
worstPathArrival_ns=4.44
crit_path_end_kind=primary output
required_ns=5.12
crit_type=in -> out
start_kind=input pin

[floorplanning]
rows=147
chip_area_um2=164000
die_x_um=405
core_util_floorplan_pct=30.3
core_area_um2=161000
io_pins=113
die_h_um=405

[pwr]
vdd_drop_max_mv=0.229
p_per_area_nw_per_um2=260
p_leak_nw=20.3
p_total_w=0.0146

[job]
cap_violations=0
tool_warnings=26

[routing]
wirelength_um=156000
diodes=0
drt-initial-drc-count=1945
firstDrtPassIters=7
drc=0
postRouteAntennaNets=0
via_count=31100
routed_via_density=5.41
wl_per_cell_um=27.1

[worst_hold_path]
hp-class=in -> reg

[status]
status=finished clean

## cell usage in the layout, fill, tap and decap left out, drive strengths merged
master | netlist | layout
a22oi | 192 | 192
or2 | 2 | 2
bufinv | 0 | 6
nand2b | 4 | 4
nor2 | 35 | 35
clkdlybuf4s50 | 0 | 110
or3 | 1 | 1
clkbuf | 90 | 124
nor3 | 64 | 64
buf | 163 | 173
a21oi | 192 | 192
a22o | 128 | 128
nor2b | 4 | 4
or3b | 3 | 3
inv | 0 | 3
clkinvlp | 0 | 2
nand2 | 195 | 195
nand3b | 5 | 5
nand3 | 194 | 194
clkinv | 0 | 39
a31oi | 64 | 64
and2 | 2 | 2
mux2i | 1024 | 1024
edfxtp | 1024 | 1024
## through the flow
stage | hold WS, ns | worst slack [ns]
2_1_floorplan | 1.38 | 2.69
3_3_place_gp | 2.10 | 0.743
3_5_place_dp | 2.11 | 0.698
4_1_cts | 1.35 | 0.690
5_1_grt | 1.39 | 0.582
6_report | 1.39 | 0.677
## critical path, stage by stage
cell and delay [ns]:
clkdlybuf4s50_1 0.76, nor2b_4 0.84, buf_4 0.34, a22o_1 0.16, nor3_1 0.05, a31oi_1 0.28, nand3_1 0.24, clkdlybuf4s50_1 0.47
## where the power goes
part / internal (W) / switching (W)
Sequential: 0.00746 / 0.0000317
Combinational: 0.000547 / 0.000868
Clock: 0.00313 / 0.00253
## cells by family (layout without fill, tap and decap cells)
group                  count (synthesis)  after routing  share of synthesized area (%)
multiplexers                        1024           1024                           21.0
AND-OR/OR-AND                        576            576                           8.04
AND/OR/NAND/NOR                      509            509                           4.71
buffers and inverters                253            457                           3.21
flip-flops                          1024           1024                           63.0
## final timing paths
| path | startpoint | depth (start not counted) | slack [ns] | to |
|---|---|---|---|---|
| setup / recovery | read1[2] | 8 | 0.68 | data1[6] |
| hold / removal | writeData[17] | 2 | 1.39 | rf[28][17] |
## cell type report
cell class / instances / area, um^2
clock buffers: 124 / 2610
clock inverters: 50 / 448
fillers: 15100 / 105000
multi-input cells: 2109 / 16800
flip-flops and latches: 1024 / 30700
well taps: 2160 / 2700
repair buffers: 283 / 2830
## metal layers
metal | vias to the layer above | wire (um) | track usage, % | part of all wire, %
met1 | 15400 | 55800 | 24.0 | 36
met5 | - | 53 | 0.327 | 0.034
met3 | 324 | 21300 | 11.2 | 14
met2 | 1761 | 71900 | 30.2 | 46
met4 | 8 | 6540 | 6.83 | 4.2
li1 | 13600 | - | - | -
Power is estimated from default activity; no workload was simulated.
